**design/flow/design.v**
```verilog
`timescale 1ns/1ps
`timescale 1ns/1ps
module FIFO_8(clk, rst_n, wen, ren, din, dout, error);
	input clk;
	input rst_n;
	input wen, ren;
	input [7:0] din;
	output reg [7:0] dout;
	output reg error;
	parameter N=8;
	reg [N-1:0] memory [N-1:0];
	reg [2:0] wp,rp;
	reg empty;
	always @(posedge clk)begin
		if(rst_n==1'b0) begin
			wp<=3'b000;
			rp<=3'b000;
			empty<=1'b0;
		end
		else begin
			if ((wp==rp && empty==1'b1 && wen)||(empty==1'b0 && ren)) begin
				error<=1'b1;
			end
			else begin
				error<=1'b0;
				if(ren==1'b1) begin  
					dout<=memory[rp];
					rp<=((rp==3'b111)?(3'b000):(rp + 1));
					if((wp==3'b000&&rp==3'b111)||((rp+3'b001)==wp))begin
						empty<=1'b0;
					end
				end
				else if(wen==1'b1) begin  
					memory[wp]<=din;
					wp<=((wp==3'b111)?(3'b000):(wp + 1));
					empty<=1'b1;
				end
			end
		end
	end
endmodule
module Round_Robin_Arbiter(clk, rst_n, wen, a, b, c, d, dout, valid);
	input clk;
	input rst_n;
	input [3:0] wen;
	input [7:0] a, b, c, d;
	output [7:0] dout;
	output valid;
	reg [1:0] state;
	wire [3:0] ren;
	wire [3:0] fifo_error;		 
	wire [8:0] fifo_out [3:0];	 
	assign ren = {4'b0001<<(state)};	 
	assign valid = (~&fifo_error);		 
	assign dout = { {8{valid}} & {fifo_out[state]} };		 
	always @(posedge clk) begin
		if(rst_n==1'b0) begin
			state <= 2'b00;
		end
		else begin
			state <= (state==2'b11) ?  2'b00 : state + 2'b01;
		end
	end
	FIFO_8 fifo_a(
		.clk(clk), 
		.rst_n(rst_n), 
		.wen(wen[0]), 
		.ren(ren[0]), 
		.din(a), 
		.dout(fifo_out[0]), 
		.error(fifo_error[0])
	);
	FIFO_8 fifo_b(
		.clk(clk), 
		.rst_n(rst_n), 
		.wen(wen[1]), 
		.ren(ren[1]), 
		.din(b), 
		.dout(fifo_out[1]), 
		.error(fifo_error[1])
	);
	FIFO_8 fifo_c(
		.clk(clk), 
		.rst_n(rst_n), 
		.wen(wen[2]), 
		.ren(ren[2]), 
		.din(c), 
		.dout(fifo_out[2]), 
		.error(fifo_error[2])
	);
	FIFO_8 fifo_d(
		.clk(clk), 
		.rst_n(rst_n), 
		.wen(wen[3]), 
		.ren(ren[3]), 
		.din(d), 
		.dout(fifo_out[3]), 
		.error(fifo_error[3])
	);
endmodule
```
**design/flow/run.sh**
```bash
#!/bin/bash
# OpenROAD 26Q1-2900-gdf79404cd8, Yosys 0.63+post, stock flow scripts
make -C /OpenROAD-flow-scripts/flow DESIGN_CONFIG=/design/flow/config.mk WORK_HOME=/design/flow/orfs finish
```
**design/flow/config.mk**
```make
export PLATFORM = sky130hd
export DESIGN_NAME = Round_Robin_Arbiter
export DESIGN_NICKNAME = Round_Robin_Arbiter
export VERILOG_FILES = /design/flow/design.v
export SDC_FILE = /design/flow/constraint.sdc
export NUM_CORES = 4
export LEC_CHECK = 1
export CORE_UTILIZATION = 40
```
**design/flow/constraint.sdc**
```tcl
current_design Round_Robin_Arbiter

set clk_period 3.3
set clk_io_pct 0.2

create_clock -name clk0 -period $clk_period [get_ports {clk}]

set non_clock_inputs [all_inputs -no_clocks]
set_input_delay [expr $clk_period * $clk_io_pct] -clock clk0 $non_clock_inputs
set_output_delay [expr $clk_period * $clk_io_pct] -clock clk0 [all_outputs]
```
==> results_slide.txt <==
Flow Results at a Glance

Final timing
  • Setup TNS: 0 ns
  • Peak Freq: 319 MHz
  • Pins Over Slew Limit: 0
  • Endpoints failing setup: 0
  • RSZ-0062 raised after global routing: false
  • Final worst-path cycle share: 94.9%
  • Fin crit period: 3.13 ns
  • Clock skew: 0.0184 ns
  • Worst-Margin Slew: 0.735 ns
  • Worst slew margin: 50.9%
  • Hold Vio Cnt, Final: 0

Route
  • Drt pass-1 iters: 9
  • # DRC: 0
  • Vias per cell: 5.25
  • Final WL: 26200 um
  • Number of diodes: 0
  • Total number of vias: 6866
  • WL per Instance: 20.0 um
  • Final ANT Viol Nets: 0
  • Iter 0 DRT Violations: 416

Synthesis
  • Yosys cell count: 757
  • Synth Seq Share: 69.6%
  • Synth Flop Type: edfxtp_1
  • Yosys synthesis chip area: 13500 um^2
  • Post-synth EDFFs: 292
  • Synth top area cells: edfxtp_1 (65%), mux4_2 (11%), dfxtp_1 (4.5%)
  • Mapped Area: 13500 um^2
  • Average size of a mapped cell: 17.8 um^2
  • Ys async rst share: 0%
  • Post-synth regs: 322
  • Mapped Cells: 757
  • Post-synth top area cell: edfxtp_1
  • Yosys cell types: 46
  • Ys Warns: 2
  • Share of the synthesized area in the top cell type: 65.1%

Global route
  • First-pass GRT wire length: 41100 um
  • Grt ovf: 0
  • Vias in the first global route: 7111
  • Pin count of the biggest net entering global routing: 24
  • GRT Resource Usage Total: 17.3%
  • Initial antenna violation count: 0

Clocking
  • Clock tree root driver cell: clkbuf_16
  • Setup bufs post-CTS: 0
  • Maximum clock path buffer count: 3
  • Clock slew at reported path FFs: 0.06 ns
  • CTS-repair resized insts: 0
  • CTS tree: done
  • Number of CTS-inserted buffers: 35
  • Hold_buf cts: 0
  • Sink Count: 322
  • Clock latency on the worst-skew pair: 0.51 ns
  • CTS H-tree lvls: 2

Power and ir drop
  • Worst VDD drop: 0.301 mV
  • Leakage: 5.20 nW
  • Power Density: 601 nW/um^2

Layout
  • Syn-to-layout area delta: 17.4%
  • Final Cell Area: 15800 um^2
  • Layout cells sized above 1: 26.0%

Job
  • Log Warnings: 32
  • MaxCap Viol Count: 0

Floorplanning
  • Die height: 185 um
  • Chip Width: 185 um
  • Total core area: 32800 um^2
  • Die footprint: 34400 um^2
  • # IOs: 47
  • Floorplan Utilization: 41.1%
  • Row count: 66

Critical path
  • Largest delay contributor family on the critical path: AND-OR/OR-AND gates
  • Crit start category: flop
  • Worst Path Buf+Inv: 2
  • CP max stage delay: 0.52 ns
  • Worst setup EP type: primary output
  • Max Fanout on Critical Path: 12
  • Critical Path AT: 2.47 ns
  • Setup Crit Path Kind: flop to primary output
  • Critical Path RT: 2.64 ns
  • Crit path cell chain: inv_1 -> ha_1 -> a222oi_1 -> o21a_1 -> nor2_1 -> clkdlybuf4s50_1
  • Crit path max-delay cell type: a222oi_1

Placed design
  • Placed cell area: 14700 um^2
  • Hpwl dp: 16400 um
  • PortBufs: 46
  • Routability cong.: 0.831

Status
  • Status: finished clean

Min path
  • Worst Hold Class: flop to flop
-- cell type report --
type	instances	area, um^2
fillers	2730	17000
repair buffers	96	831
inverters	23	86.3
flip-flops and latches	322	9370
multi-input cells	364	3820
clock buffers	39	912
clock inverters	23	236
well taps	442	553
-- kinds of logic after synthesis --
logic type | count (synthesis) | synth area share [%]
adder cells (fa/ha/maj) | 24 | 2.23
XOR/XNOR | 20 | 1.41
multiplexers | 116 | 14.8
AND-OR/OR-AND | 44 | 3.36
buffers and inverters | 71 | 2.61
AND/OR/NAND/NOR | 160 | 5.96
flip-flops | 322 | 69.6
-- report_power, final --
group | leakage (nW) | switching (mW) | total [mW] | internal (mW)
clock network | 0.562 | 1.54 | 3.86 | 2.32
logic | 1.76 | 0.474 | 0.932 | 0.457
registers | 2.88 | 0.115 | 4.71 | 4.59
-- routing by layer --
metal | wire length, um | global-route usage [%] | up-vias
li1 | - | - | 3171
met3 | 2360 | 6.58 | 40
met2 | 11700 | 24.7 | 277
met4 | 499 | 2.88 | 0
met1 | 11600 | 28.1 | 3378
met5 | 0 | 0 | -
-- worst min-delay path, delay by kind of cell (launching register included) --
| family | cells | cell delay (ns) |
|---|---|---|
| mux | 1 | 0.05 |
| simple gates | 1 | 0.07 |
| flops | 1 | 0.34 |
-- cells in the mapped netlist (3+ instances only) --
cell and instances:
a211oi_1 4, clkbuf_1 19, and3b_1 4, nor4_1 13
mux2i_1 25, xnor2_1 7, nor3_1 9, a222oi_1 8
nor2_1 14, xor2_1 11, and2_1 11, nand2_1 80
nor2b_1 4, a311oi_1 3, o41ai_1 3, o21a_1 8
o41a_1 3, dfxtp_1 30, inv_1 23, a2111oi_2 4
a221o_1 3, buf_4 7, nand3_1 6, edfxtp_1 292
o41ai_2 3, nand3b_1 6, ha_1 24, mux2_2 27
mux4_2 64, buf_6 5, buf_2 17
-- metrics by stage --
step	utilization [%]	power [mW]	hold slack (ns)	setup WS (ns)	cells
floorplan	-	5.41	0.526	0.849	757
global placement	44.7	5.73	0.495	0.706	1247
detailed placement	44.7	5.73	0.502	0.706	1247
CTS	48.2	9.62	0.511	0.152	1309
global route	48.2	9.86	0.538	0.00139	1309
finish	48.2	9.50	0.506	0.169	1309
-- sequential cells by signal, indices dropped and copies added, names as in the netlist, 8 cells and up --
signal and cells:
fifo_b.dout 8, fifo_b.memory 64, fifo_c.dout 8, fifo_d.dout 8, fifo_d.memory 64, fifo_a.memory 64, fifo_c.memory 64, fifo_a.dout 8
-- layout by cell type, fill, tap and decap left out, types with 3 or more instances in the layout --
| master | n |
|---|---|
| nand2_1 | 80 |
| o41ai_1 | 3 |
| dfxtp_1 | 30 |
| nor2b_1 | 4 |
| buf_4 | 50 |
| clkbuf_16 | 36 |
| nand3b_1 | 6 |
| a221o_1 | 3 |
| clkbuf_1 | 3 |
| a2111oi_2 | 4 |
| a222oi_1 | 8 |
| clkinv_2 | 9 |
| inv_1 | 23 |
| xor2_1 | 11 |
| mux2i_1 | 25 |
| a211oi_1 | 4 |
| nor4_1 | 3 |
| mux4_2 | 64 |
| nor4b_2 | 3 |
| o41a_1 | 3 |
| and3b_1 | 4 |
| nor3_1 | 9 |
| edfxtp_1 | 292 |
| o21a_1 | 8 |
| clkinv_1 | 4 |
| clkdlybuf4s50_1 | 45 |
| bufinv_16 | 4 |
| clkinvlp_4 | 3 |
| nand3_1 | 6 |
| o41ai_2 | 3 |
| xnor2_1 | 7 |
| ha_1 | 24 |
| mux2_2 | 27 |
| a311oi_1 | 3 |
| nor2_1 | 14 |
| nor4_2 | 10 |
| and2_1 | 11 |
-- final timing paths --
check,from,end,slack (ns),depth (start not counted)
setup reg to reg,fifo_a.rp[0]$_SDFFE_PN0P_,fifo_a.dout[3]$_DFFE_PP_,1.04,3
setup / recovery,state[0]$_SDFF_PP0_,dout[7],0.17,6
hold / removal,fifo_a.rp[1]$_SDFFE_PN0P_,fifo_a.rp[1]$_SDFFE_PN0P_,0.51,2
hold reg to reg,fifo_a.rp[1]$_SDFFE_PN0P_,fifo_a.rp[1]$_SDFFE_PN0P_,0.51,2
Power and IR drop assume default switching activity.
